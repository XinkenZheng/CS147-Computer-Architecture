==> flow/design.v <==
module MUX32_32x1(Y, I0, I1, I2, I3, I4, I5, I6, I7,
                     I8, I9, I10, I11, I12, I13, I14, I15,
                     I16, I17, I18, I19, I20, I21, I22, I23,
                     I24, I25, I26, I27, I28, I29, I30, I31, S);
output [31:0] Y;
input [31:0] I0, I1, I2, I3, I4, I5, I6, I7;
input [31:0] I8, I9, I10, I11, I12, I13, I14, I15;
input [31:0] I16, I17, I18, I19, I20, I21, I22, I23;
input [31:0] I24, I25, I26, I27, I28, I29, I30, I31;
input [4:0] S;
wire [31:0] mux1, mux2;
MUX32_16x1 mux_1(.Y(mux1), .I0(I0), .I1(I1), .I2(I2), .I3(I3), .I4(I4), .I5(I5), 
		.I6(I6), .I7(I7), .I8(I8), .I9(I9), .I10(I10), .I11(I11), .I12(I12), 
		.I13(I13), .I14(I14), .I15(I15), .S(S[3:0]));
MUX32_16x1 mux_2(.Y(mux2), .I0(I16), .I1(I17), .I2(I18), .I3(I19), .I4(I20), .I5(I21), 
		.I6(I22), .I7(I23), .I8(I24),.I9(I25),.I10(I26),.I11(I27),.I12(I28), 
		.I13(I29), .I14(I30), .I15(I31), .S(S[3:0]));
MUX32_2x1 mux_3(.Y(Y), .I0(mux1), .I1(mux2), .S(S[4]));
endmodule
module MUX32_16x1(Y, I0, I1, I2, I3, I4, I5, I6, I7,
                     I8, I9, I10, I11, I12, I13, I14, I15, S);
output [31:0] Y;
input [31:0] I0, I1, I2, I3, I4, I5, I6, I7;
input [31:0] I8, I9, I10, I11, I12, I13, I14, I15;
input [3:0] S;
wire [31:0] mux1, mux2;
MUX32_8x1 mux_1(.Y(mux1), .I0(I0), .I1(I1), .I2(I2), .I3(I3), 
			.I4(I4), .I5(I5), .I6(I6), .I7(I7),.S(S[2:0]));
MUX32_8x1 mux_2(.Y(mux2), .I0(I8), .I1(I9), .I2(I10), .I3(I11),
			.I4(I12), .I5(I13), .I6(I14), .I7(I15), .S(S[2:0]));
MUX32_2x1 mux_3(.Y(Y), .I0(mux1), .I1(mux2), .S(S[3]));
endmodule
module MUX32_8x1(Y, I0, I1, I2, I3, I4, I5, I6, I7, S);
output [31:0] Y;
input [31:0] I0;
input [31:0] I1;
input [31:0] I2;
input [31:0] I3;
input [31:0] I4;
input [31:0] I5;
input [31:0] I6;
input [31:0] I7;
input [2:0] S;
wire [31:0] mux1, mux2;
MUX32_4x1 mux_1(.Y(mux1), .I0(I0), .I1(I1), .I2(I2), .I3(I3), .S(S[1:0]));
MUX32_4x1 mux_2(.Y(mux2), .I0(I4), .I1(I5), .I2(I6), .I3(I7), .S(S[1:0]));
MUX32_2x1 mux_3(.Y(Y), .I0(mux1), .I1(mux2), .S(S[2]));
endmodule
module MUX32_4x1(Y, I0, I1, I2, I3, S);
output [31:0] Y;
input [31:0] I0;
input [31:0] I1;
input [31:0] I2;
input [31:0] I3;
input [1:0] S;
wire [31:0] mux1, mux2;
MUX32_2x1 mux_1(.Y(mux1), .I0(I0), .I1(I1), .S(S[0]));
MUX32_2x1 mux_2(.Y(mux2), .I0(I2), .I1(I3), .S(S[0]));
MUX32_2x1 mux_3(.Y(Y), .I0(mux1), .I1(mux2), .S(S[1]));
endmodule
module MUX26_2x1(Y, I0, I1, S);
output [25:0] Y;
input [25:0] I0;
input [25:0] I1;
input S;
genvar i;
generate 
   for(i=0; i<26; i=i+1)
   begin: mux_26_2_loop
	MUX1_2x1 mux_1(.Y(Y[i]), .I0(I0[i]), .I1(I1[i]), .S(S));
   end
endgenerate
endmodule
module MUX5_2x1(Y, I0, I1, S);
output [4:0] Y;
input [4:0] I0;
input [4:0] I1;
input S;
genvar i;
generate 
   for(i=0; i<5; i=i+1)
   begin: mux_5_2_loop
	MUX1_2x1 mux_1(.Y(Y[i]), .I0(I0[i]), .I1(I1[i]), .S(S));
   end
endgenerate
endmodule
module MUX32_2x1(Y, I0, I1, S);
output [31:0] Y;
input [31:0] I0;
input [31:0] I1;
input S;
genvar i;
generate 
   for(i=0; i<32; i=i+1)
   begin: mux_32_2_loop
	MUX1_2x1 mux_1(.Y(Y[i]), .I0(I0[i]), .I1(I1[i]), .S(S));
   end
endgenerate
endmodule
module MUX1_2x1(Y,I0, I1, S);
output Y;
input I0, I1, S;
wire notr, and1, and2;
not not_1(notr, S);
and and_1(and1, I0, notr);
and and_2(and2, I1, S);
or or_1(Y, and1, and2);
endmodule
==> flow/run.sh <==
#!/bin/bash
# OpenROAD 26Q1-2900-gdf79404cd8, Yosys 0.63+post, stock flow scripts
make -C /OpenROAD-flow-scripts/flow DESIGN_CONFIG=/design/flow/config.mk WORK_HOME=/design/flow/orfs finish
==> flow/config.mk <==
export PLATFORM = sky130hd
export DESIGN_NAME = MUX32_32x1
export DESIGN_NICKNAME = MUX32_32x1
export VERILOG_FILES = /design/flow/design.v
export SDC_FILE = /design/flow/constraint.sdc
export NUM_CORES = 4
export LEC_CHECK = 1
export CORE_AREA = 10 10 408 408
export DIE_AREA = 0 0 418 418
==> flow/constraint.sdc <==
current_design MUX32_32x1

set clk_period 9.8
set clk_io_pct 0.2

create_clock -name clk0 -period $clk_period

set non_clock_inputs [all_inputs -no_clocks]
set_input_delay [expr $clk_period * $clk_io_pct] -clock clk0 $non_clock_inputs
set_output_delay [expr $clk_period * $clk_io_pct] -clock clk0 [all_outputs]
==> results.ini <==
[outcome]
status = complete, no violations

[yosys]
ys_area_um2 = 9130
syn_inst = 1190
synthDistinctLibCells = 20
ys_cells = 1190
yosys_warnings = 0
ys_seq_share = 0
synth_area_um2 = 9130
syn_area_per_cell_um2 = 7.67

[route]
drt_iter0_drc = 1077
ant_nets = 0
drt-wirelength-per-cell_um = 32.5
num_vias = 14500
vias_per_cell = 3.44
drcViolationCount = 0
wl_mm = 137
dr.pass1.iters = 5

[power]
ir_drop_mv = 0.0150
finalPower_mw = 1.02
p_per_area_nw_per_um2 = 47.0
leakage_nw = 8.41

[placement]
preCtsSetupSlack_ns = 1.99
port_buffers = 1061
dpl.hpwl_mm = 125
place.gp.congestion = 0.994
postPlaceCellArea_um2 = 21800

[layout]
final_cell_area_um2 = 21800
final_common_cell = clkdlybuf4s50_1
layout-drive-gt1-share = 0.0243
final_cell_mix = 1060 x clkdlybuf4s50_1, 512 x mux2i_1
final-seq-area_um2 = 0
clkbuf_count = 0
area_growth_pct = 139
flops = 0

[timing]
setup_viol = 0
final-max-slew-violation-count = 0
rsz0062_at_grt = false
max_freq_mhz = 128
hold_viol_final = 0
tightest_slew_ns = 1.17
fin_crit_ns = 7.80
setup_ws_ns = 2.00
relSlewSlack = 0.198
finalClockPeriodUsage = 0.796
fin_tns_setup_ns = 0

[grt]
grt_pass1_vias = 14800
grt_usage = 0.149
grt_max_degree = 92
gr-total-overflow = 0
grt_pass1_wl_mm = 167
antenna_found_initial = 121

[die]
io_pins = 1061
core-area_um2 = 158000
die_h_um = 418
die-area_um2 = 175000
fp_util = 0.0578
rows = 146
die_w_um = 418

[job]
warnings = 32
drv_cap = 0

[setup_path]
cp-start-kind = input pin
crit_path_cell_trace = clkdlybuf4s50_1 -> and2b_4 -> buf_4 -> a22o_1 -> nor3_1 -> a31oi_1 -> nand3_1 -> clkdlybuf4s50_1
worst_path_most_repeated_cell = clkdlybuf4s50_1
cp_max_fo = 35
crit_required_ns = 7.84
path_class = input pin to output pin
crit_arrival_ns = 5.84
cp_slowest_cell = clkdlybuf4s50_1
critPathCaptureType = output pin
slowest_delay_ns = 0.73

[min_path]
hold_path.class = input pin to output pin

[clock_tree]
hold_buffers = 0
cts_setup_buffers = 0
cts_resized = 0

[critical path: cells and delay by family]
kind | cells | cell delay [ns]
buffers and inverters | 3 | 1.87
and+or+nand+nor | 3 | 1.07
AOI/OAI and AO/OA | 2 | 0.88
[area by class of cell]
type	instances	area, um^2
Antenna cell	14	35.0
Fill cell	18000	136000
Multi-Input combinational cell	1032	8160
Tap cell	2072	2590
Timing Repair Buffer	1104	11000
[cell families (layout without fill, tap and decap cells)]
logic type / count (synthesis) / in the layout / share of synthesized area
muxes: 512 / 512 / 0.561
other: 0 / 14 / 0
AOI/OAI and AO/OA: 288 / 288 / 0.215
and+or+nand+nor: 232 / 232 / 0.115
buffers and inverters: 158 / 1104 / 0.109
[routing by layer]
| metal | wire length, um | vias up | global-route usage |
|---|---|---|---|
| met3 | 12800 | 208 | 0.0493 |
| li1 | - | 6484 | - |
| met5 | 506 | - | 0 |
| met1 | 53800 | 6856 | 0.184 |
| met4 | 2320 | 76 | 0.0190 |
| met2 | 68000 | 888 | 0.259 |
[final timing paths]
kind,start,to,slack [ns],depth (start not counted)
setup / recovery,S[0],Y[3],2.00,8
hold / removal,I17[25],Y[25],5.11,6
[synth_stat cells (all sizes together)]
library cell | n | area, um^2
and2 | 1 | 6.26
nand2b | 2 | 12.5
nor2 | 1 | 3.75
a22oi | 96 | 721
nor3 | 32 | 160
and2b | 1 | 7.51
a22o | 64 | 561
nand3 | 96 | 480
a31oi | 32 | 200
nor2b | 1 | 6.26
buf | 113 | 817
a21oi | 96 | 480
or2 | 1 | 6.26
clkbuf | 45 | 176
mux2i | 512 | 5120
nand2 | 97 | 364
[per-stage QoR]
stage / hold slack [ns] / cells / util
6_report: 5.11 / 4222 / 0.138
5_1_grt: 5.16 / 4212 / 0.138
4_1_cts: 5.12 / 4208 / 0.138
3_5_place_dp: 5.12 / 4208 / 0.138
3_3_place_gp: 5.12 / 4208 / 0.138
2_1_floorplan: 4.22 / 1190 / -
[where the power goes]
group	switching, mW	internal, mW
clock network	0	0.000000195
registers	0	0
logic	0.462	0.562
total	0.462	0.562
Power figures rest on the tool's default switching activity, not on a simulated workload.
