==> flow/design.v <==
`timescale 1ns/10ps
module SHIFT32(Y,D,S, LnR);
output [31:0] Y;
input [31:0] D;
input [31:0] S;
input LnR;
wire [31:0] leftS, rightS, muxS, ors;
wire orS, cur;
SHIFT32_R shift_r(.Y(rightS), .D(D), .S(S[4:0]));
SHIFT32_L shift_l(.Y(leftS), .D(D), .S(S[4:0]));
MUX32_2x1 mux_1(.Y(muxS), .I0(rightS), .I1(leftS), .S(LnR));
OR32x1 or1(.Y(orS), .A({5'b0,{S[31:5]}}));
MUX32_2x1 mux_2(.Y(Y), .I0(muxS), .I1(32'b0), .S(orS));
endmodule
module BARREL_SHIFTER32(Y,D,S, LnR);
output [31:0] Y;
input [31:0] D;
input [4:0] S;
input LnR;
wire [31:0] leftS, rightS, muxS;
wire orS;
SHIFT32_R shift_r(.Y(rightS), .D(D), .S(S));
SHIFT32_L shift_l(.Y(leftS), .D(D), .S(S));
MUX32_2x1 mux_1(.Y(Y), .I0(rightS), .I1(leftS), .S(LnR));
endmodule
module SHIFT32_R(Y,D,S);
output [31:0] Y;
input [31:0] D;
input [4:0] S;
wire [31:0] mux[3:0];
genvar i, j, k, m;
generate
for(i=0; i<32; i=i+1)
begin: input_loop
   if(i<31)
   begin
	MUX1_2x1 mux_1(.Y(mux[0][i]), .I0(D[i]), .I1(D[i+1]), .S(S[0]));
   end
   else
   begin
	MUX1_2x1 mux_2(.Y(mux[0][i]), .I0(D[i]), .I1(1'b0), .S(S[0]));
   end
end
for(j=1; j<4; j=j+1)
begin: inner_state_loop
   for(k=0; k<32; k=k+1)
   begin: inner_loop
	if(k<32-2**j)
	begin 
	   MUX1_2x1 mux_3(.Y(mux[j][k]), .I0(mux[j-1][k]), .I1(mux[j-1][k+2**j]), .S(S[j]));
	end
	else
	begin
	   MUX1_2x1 mux_4(.Y(mux[j][k]), .I0(mux[j-1][k]), .I1(1'b0), .S(S[j]));
	end
   end
end
for(m=0; m<32; m=m+1)
begin: final_loop
   if(m < 16)
   begin
	MUX1_2x1 mux_5(.Y(Y[m]), .I0(mux[3][m]), .I1(mux[3][m+16]), .S(S[4]));
   end
   else
   begin
	MUX1_2x1 mux_6(.Y(Y[m]), .I0(mux[3][m]), .I1(1'b0), .S(S[4]));
   end
end
endgenerate
endmodule
module SHIFT32_L(Y,D,S);
output [31:0] Y;
input [31:0] D;
input [4:0] S;
wire [31:0] mux[3:0];
genvar i, j, k, m;
generate
for(i=0; i<32; i=i+1)
begin: input_loop
   if(i>0)
   begin
	MUX1_2x1 mux_1(.Y(mux[0][i]), .I0(D[i]), .I1(D[i-1]), .S(S[0]));
   end
   else
   begin
	MUX1_2x1 mux_2(.Y(mux[0][i]), .I0(D[i]), .I1(1'b0), .S(S[0]));
   end
end
for(j=1; j<4; j=j+1)
begin: inner_state_loop
   for(k=0; k<32; k=k+1)
   begin: inner_loop
	if(k>=2**j)
	begin 
	   MUX1_2x1 mux_3(.Y(mux[j][k]), .I0(mux[j-1][k]), .I1(mux[j-1][k-2**j]), .S(S[j]));
	end
	else
	begin
	   MUX1_2x1 mux_4(.Y(mux[j][k]), .I0(mux[j-1][k]), .I1(1'b0), .S(S[j]));
	end
   end
end
for(m=0; m<32; m=m+1)
begin: final_loop
   if(m > 16)
   begin
	MUX1_2x1 mux_5(.Y(Y[m]), .I0(mux[3][m]), .I1(mux[3][m-16]), .S(S[4]));
   end
   else
   begin
	MUX1_2x1 mux_6(.Y(Y[m]), .I0(mux[3][m]), .I1(1'b0), .S(S[4]));
   end
end
endgenerate
endmodule
module NOR32_2x1(Y,A,B);
output [31:0] Y;
input [31:0] A;
input [31:0] B;
genvar i;
generate
   for(i=0; i<32; i=i+1)
   begin: nor32_loop
	nor nor_1(Y[i], A[i], B[i]);
   end
endgenerate
endmodule
module AND32_2x1(Y,A,B);
output [31:0] Y;
input [31:0] A;
input [31:0] B;
genvar i;
generate
   for(i=0; i<32; i=i+1)
   begin: and32_loop
	and and_1(Y[i], A[i], B[i]);
   end
endgenerate
endmodule
module INV32_1x1(Y,A);
output [31:0] Y;
input [31:0] A;
genvar i;
generate
   for(i=0; i<32; i=i+1)
   begin: not32_loop
	not not_1(Y[i], A[i]);
   end
endgenerate
endmodule
module OR32_2x1(Y,A,B);
output [31:0] Y;
input [31:0] A;
input [31:0] B;
genvar i;
generate
   for(i=0; i<32; i=i+1)
   begin: or32_loop
	or or_1(Y[i], A[i], B[i]);
   end
endgenerate
endmodule
module OR32x1(Y, A);
	input [31:0] A;
	wire [29:0] or1; 
	output Y;
	or o0(or1[0], A[0], A[1]);
	or o1(or1[1], or1[0], A[2]);
	or o2(or1[2], or1[1], A[3]);
	or o3(or1[3], or1[2], A[4]);
	or o4(or1[4], or1[3], A[5]);
	or o5(or1[5], or1[4], A[6]);
	or o6(or1[6], or1[5], A[7]);	
	or o7(or1[7], or1[6], A[8]);
	or o8(or1[8], or1[7], A[9]);
	or o9(or1[9], or1[8], A[10]);
	or o10(or1[10], or1[9], A[11]);
	or o11(or1[11], or1[10], A[12]);
	or o12(or1[12], or1[11], A[13]);
	or o13(or1[13], or1[12], A[14]);
	or o14(or1[14], or1[13], A[15]);
	or o15(or1[15], or1[14], A[16]);
	or o16(or1[16], or1[15], A[17]);
	or o17(or1[17], or1[16], A[18]);
	or o18(or1[18], or1[17], A[19]);
	or o19(or1[19], or1[18], A[20]);
	or o20(or1[20], or1[19], A[21]);
	or o21(or1[21], or1[20], A[22]);
	or o22(or1[22], or1[21], A[23]);
	or o23(or1[23], or1[22], A[24]);
	or o24(or1[24], or1[23], A[25]);
	or o25(or1[25], or1[24], A[26]);
	or o26(or1[26], or1[25], A[27]);
	or o27(or1[27], or1[26], A[28]);
	or o28(or1[28], or1[27], A[29]);
	or o29(or1[29], or1[28], A[30]);
	or o30(Y, or1[29], A[31]);
endmodule
module MUX32_32x1(Y, I0, I1, I2, I3, I4, I5, I6, I7,
                     I8, I9, I10, I11, I12, I13, I14, I15,
                     I16, I17, I18, I19, I20, I21, I22, I23,
                     I24, I25, I26, I27, I28, I29, I30, I31, S);
output [31:0] Y;
input [31:0] I0, I1, I2, I3, I4, I5, I6, I7;
input [31:0] I8, I9, I10, I11, I12, I13, I14, I15;
input [31:0] I16, I17, I18, I19, I20, I21, I22, I23;
input [31:0] I24, I25, I26, I27, I28, I29, I30, I31;
input [4:0] S;
wire [31:0] mux1, mux2;
MUX32_16x1 mux_1(.Y(mux1), .I0(I0), .I1(I1), .I2(I2), .I3(I3), .I4(I4), .I5(I5), 
		.I6(I6), .I7(I7), .I8(I8), .I9(I9), .I10(I10), .I11(I11), .I12(I12), 
		.I13(I13), .I14(I14), .I15(I15), .S(S[3:0]));
MUX32_16x1 mux_2(.Y(mux2), .I0(I16), .I1(I17), .I2(I18), .I3(I19), .I4(I20), .I5(I21), 
		.I6(I22), .I7(I23), .I8(I24),.I9(I25),.I10(I26),.I11(I27),.I12(I28), 
		.I13(I29), .I14(I30), .I15(I31), .S(S[3:0]));
MUX32_2x1 mux_3(.Y(Y), .I0(mux1), .I1(mux2), .S(S[4]));
endmodule
module MUX32_16x1(Y, I0, I1, I2, I3, I4, I5, I6, I7,
                     I8, I9, I10, I11, I12, I13, I14, I15, S);
output [31:0] Y;
input [31:0] I0, I1, I2, I3, I4, I5, I6, I7;
input [31:0] I8, I9, I10, I11, I12, I13, I14, I15;
input [3:0] S;
wire [31:0] mux1, mux2;
MUX32_8x1 mux_1(.Y(mux1), .I0(I0), .I1(I1), .I2(I2), .I3(I3), 
			.I4(I4), .I5(I5), .I6(I6), .I7(I7),.S(S[2:0]));
MUX32_8x1 mux_2(.Y(mux2), .I0(I8), .I1(I9), .I2(I10), .I3(I11),
			.I4(I12), .I5(I13), .I6(I14), .I7(I15), .S(S[2:0]));
MUX32_2x1 mux_3(.Y(Y), .I0(mux1), .I1(mux2), .S(S[3]));
endmodule
module MUX32_8x1(Y, I0, I1, I2, I3, I4, I5, I6, I7, S);
output [31:0] Y;
input [31:0] I0;
input [31:0] I1;
input [31:0] I2;
input [31:0] I3;
input [31:0] I4;
input [31:0] I5;
input [31:0] I6;
input [31:0] I7;
input [2:0] S;
wire [31:0] mux1, mux2;
MUX32_4x1 mux_1(.Y(mux1), .I0(I0), .I1(I1), .I2(I2), .I3(I3), .S(S[1:0]));
MUX32_4x1 mux_2(.Y(mux2), .I0(I4), .I1(I5), .I2(I6), .I3(I7), .S(S[1:0]));
MUX32_2x1 mux_3(.Y(Y), .I0(mux1), .I1(mux2), .S(S[2]));
endmodule
module MUX32_4x1(Y, I0, I1, I2, I3, S);
output [31:0] Y;
input [31:0] I0;
input [31:0] I1;
input [31:0] I2;
input [31:0] I3;
input [1:0] S;
wire [31:0] mux1, mux2;
MUX32_2x1 mux_1(.Y(mux1), .I0(I0), .I1(I1), .S(S[0]));
MUX32_2x1 mux_2(.Y(mux2), .I0(I2), .I1(I3), .S(S[0]));
MUX32_2x1 mux_3(.Y(Y), .I0(mux1), .I1(mux2), .S(S[1]));
endmodule
module MUX26_2x1(Y, I0, I1, S);
output [25:0] Y;
input [25:0] I0;
input [25:0] I1;
input S;
genvar i;
generate 
   for(i=0; i<26; i=i+1)
   begin: mux_26_2_loop
	MUX1_2x1 mux_1(.Y(Y[i]), .I0(I0[i]), .I1(I1[i]), .S(S));
   end
endgenerate
endmodule
module MUX5_2x1(Y, I0, I1, S);
output [4:0] Y;
input [4:0] I0;
input [4:0] I1;
input S;
genvar i;
generate 
   for(i=0; i<5; i=i+1)
   begin: mux_5_2_loop
	MUX1_2x1 mux_1(.Y(Y[i]), .I0(I0[i]), .I1(I1[i]), .S(S));
   end
endgenerate
endmodule
module MUX32_2x1(Y, I0, I1, S);
output [31:0] Y;
input [31:0] I0;
input [31:0] I1;
input S;
genvar i;
generate 
   for(i=0; i<32; i=i+1)
   begin: mux_32_2_loop
	MUX1_2x1 mux_1(.Y(Y[i]), .I0(I0[i]), .I1(I1[i]), .S(S));
   end
endgenerate
endmodule
module MUX1_2x1(Y,I0, I1, S);
output Y;
input I0, I1, S;
wire notr, and1, and2;
not not_1(notr, S);
and and_1(and1, I0, notr);
and and_2(and2, I1, S);
or or_1(Y, and1, and2);
endmodule
==> flow/run.sh <==
#!/bin/bash
# OpenROAD 26Q1-2900-gdf79404cd8, Yosys 0.63+post, stock flow scripts
make -C /OpenROAD-flow-scripts/flow DESIGN_CONFIG=/design/flow/config.mk WORK_HOME=/design/flow/orfs finish
==> flow/config.mk <==
export PLATFORM = sky130hd
export DESIGN_NAME = SHIFT32
export DESIGN_NICKNAME = SHIFT32
export VERILOG_FILES = /design/flow/design.v
export SDC_FILE = /design/flow/constraint.sdc
export NUM_CORES = 4
export LEC_CHECK = 1
export CORE_UTILIZATION = 30
==> flow/constraint.sdc <==
current_design SHIFT32

set clk_period 5.7
set clk_io_pct 0.2

create_clock -name clk0 -period $clk_period

set non_clock_inputs [all_inputs -no_clocks]
set_input_delay [expr $clk_period * $clk_io_pct] -clock clk0 $non_clock_inputs
set_output_delay [expr $clk_period * $clk_io_pct] -clock clk0 [all_outputs]
==> notes.md <==
Physical implementation

The flow ran to the end, and the final reports show no timing, DRC or antenna violations. Per the hold report, the tightest min-delay path originates at S[3]. By startpoint and endpoint, the worst setup path is classified as in -> out. The floorplan core density is 30.89%.

The power density relative to cell area is 85.11 nW/um2. The final layout report lists a clock buffer count of 0. The highest fanout seen on the critical path is 12.

The overall chip area is 17720 um2. Entering global routing, the biggest net connects 58 pins. The type of destination of the critical path is an output port. Counting both buffers and inverters, the worst setup path holds a total of 2. Counting I/O delays and the setup requirement, the final critical path takes 5214 ps.

The yosys-reported design area after synthesis is 5159 um2. For this design the static power due to leakage is 1.997 nW. The number of max-capacitance violations reported is 0. The count of sequential standard cells is 0.

The final hold violation count recorded for this run is 0. The number of placed instances, taps included is 825. The footprint of the flip-flops and latches is 0 um2.

The worst path arrival time is 4070 ps. Per the synthesis report, the adder-cell share of the synthesized area is 0%. The via count of the first global-routing pass is 5196. The multi-input combinational cells in the finished layout cover a total of 4373 um2.

0 antenna diodes ended up in the layout. The number of routed nets with antenna violations is 0. Per the run report, area growth between synthesis and finish was 12.66%.

Setup repair after global routing left no endpoint under its margin. Setup violations remaining at the end of the flow were counted as 0. The fmax is 191.8 MHz. According to the floorplan report, the placeable core area is 16700 um2. The first element of the critical path is D[18]. The most used cell along the critical path is sky130_fd_sc_hd__clkdlybuf4s50_1.

The post-synthesis xor/xnor area fraction is 0%. The vias after detailed routing is 5333. The cell-mix breakdown from Yosys lists the simple-gate area share as 17.90%. The area after detailed placement is 5812 um2.

The worst-case vdd ir drop is 0.06018 mV. The half-perimeter wire length after placement is 16.05 mm. After filler insertion, the fill cell instance count of the layout stands at 1703. The maximum single-stage delay on the critical path is 710 ps. The post-cts repair resize count is 0. The number of standard cells reported by yosys is 603. Per the OpenROAD floorplan log, the width of the die is 133.1 um. In the synthesized netlist, the cells that appear most often are 66 x sky130_fd_sc_hd__mux4_2, 53 x sky130_fd_sc_hd__mux2i_1, 53 x sky130_fd_sc_hd__nand2_1. The prevailing logic family in the synthesized netlist is multiplexers.

Sorting the Yosys area breakdown by cell type puts at the top sky130_fd_sc_hd__mux4_2. The worst-case headroom to the max-slew limit is 47.26%. For this run, the register share of the synthesized area comes to 0%. The script logs the mean routed wire length per placed instance as 25.90 um. The type of the tightest min-delay check is in -> out. After the first detailed-routing iteration, the DRC count stood at 748. The distinct cell type count of the synthesized netlist is 66. The critical path's slowest stage uses the library cell sky130_fd_sc_hd__clkdlybuf4s50_1. The portion of synthesized area spent on multiplexers is 46.08%. The final RePlAce weighted congestion is 1.001. The number of instances in the synthesized netlist is 603.

After layout, the worst path uses 91.47% of the clock period. The final layout reports a setup TNS of 0 ps. The combined area of all synthesized cells is 5159 um2. The number of OpenROAD warnings is 32. In the final layout, the share of cells above drive strength 1 is 20.66%.

Dividing the detail-routed via count by the number of cells gives 6.464. The number of top-level design ports is 97. The report lists the cells along the critical path as clkdlybuf4s50_1 -> mux2i_1 -> mux2_2 -> a21oi_1 -> a211oi_1 -> a2111oi_0 -> clkdlybuf4s50_1. The number of port buffers is 97. The startpoint kind of the worst setup timing path is an input pin. The overall routed net length is 21.37 mm. The final instance area is 5812 um2. The final instance count without filler cells is 825. Global routing finished with a remaining overflow of 0. The tightest hold path in the finished design has a slack of 3373 ps. According to the floorplan report, the die height is 133.1 um. Yosys attributes the largest share of cell area to sky130_fd_sc_hd__mux4_2 29%, sky130_fd_sc_hd__mux2i_1 10%, sky130_fd_sc_hd__buf_4 6.3%, sky130_fd_sc_hd__mux2_2 3.9%, sky130_fd_sc_hd__nand2_1 3.9%. The initial antenna violation count is 0. The post-cts hold-fix buffer tally is 0. The count of pins over their slew limit is 0.

At the worst endpoint, the required time is 4560 ps. The cell type group with the largest total delay on the critical path is buffers and inverters. The actual slew at the worst max-slew pin is 791.0 ps. After Yosys synthesis, AND-OR and OR-AND compound gates account for 20.79% of the synthesized area.

sky130_fd_sc_hd__mux4_2 is the most common cell in the netlist. The global-route usage over all layers is 24.65%. The post-CTS setup buffer count is 0.

The first-pass iteration count of the detailed router is 5. The post-route DRC violation count is 0. Per the post-synthesis stats, the area per cell is 8.555 um2. The wire length of the first global-routing pass is 32.55 mm. The number of rows created at floorplan is 47.

The total of warnings raised by yosys is 2. The area fraction of the dominant cell type after synthesis is 28.81%.
cells in the final DEF (no fill, tap or decap), types with 3 or more instances in the layout:
cell type                         netlist  final
sky130_fd_sc_hd__o22ai_1                4      4
sky130_fd_sc_hd__nand2_1               53     53
sky130_fd_sc_hd__clkdlybuf4s50_1        0     93
sky130_fd_sc_hd__nor4_1                 8      8
sky130_fd_sc_hd__mux2_2                18     18
sky130_fd_sc_hd__nor3_1                 8      8
sky130_fd_sc_hd__o32ai_1                3      3
sky130_fd_sc_hd__inv_1                  5      5
sky130_fd_sc_hd__buf_4                 43     22
sky130_fd_sc_hd__o21ai_0               13     13
sky130_fd_sc_hd__o41ai_1                3      3
sky130_fd_sc_hd__nand3b_1               3      3
sky130_fd_sc_hd__a32oi_1                4      4
sky130_fd_sc_hd__o211a_1                3      3
sky130_fd_sc_hd__nand3_1               26     26
sky130_fd_sc_hd__nor2b_1                8      8
sky130_fd_sc_hd__a221oi_1               3      3
sky130_fd_sc_hd__mux4_1                 6      6
sky130_fd_sc_hd__nor2_1                51     51
sky130_fd_sc_hd__a311oi_1               4      4
sky130_fd_sc_hd__nand4_1                4      4
sky130_fd_sc_hd__a2bb2oi_1              3      3
sky130_fd_sc_hd__mux2i_1               53     53
sky130_fd_sc_hd__nand2b_1               8      8
sky130_fd_sc_hd__a31oi_1               14     14
sky130_fd_sc_hd__a211oi_1              13     13
sky130_fd_sc_hd__o211ai_1               8      8
sky130_fd_sc_hd__o21ai_1                5      5
sky130_fd_sc_hd__o21a_1                 5      5
sky130_fd_sc_hd__mux4_2                66     66
sky130_fd_sc_hd__a211o_1                5      5
sky130_fd_sc_hd__a22oi_1                4      4
sky130_fd_sc_hd__a21oi_1               21     21
sky130_fd_sc_hd__or2_2                  8      8
sky130_fd_sc_hd__o311a_1                3      3
sky130_fd_sc_hd__and2_1                 5      5
sky130_fd_sc_hd__o2bb2ai_1              3      3
sky130_fd_sc_hd__and3_1                 5      5
per-stage QoR:
stage                     power (W)  setup slack (ps)  utilization (%)
after global routing      0.0005223             407.3            34.80
after detailed placement  0.0004818             553.0            34.80
final                     0.0004946             485.9            34.80
after CTS                 0.0004835             541.1            34.80
after global placement    0.0004854             482.2            34.80
after floorplan           0.0003298              1797                -
final cells by class:
cell class	count	area share, %
Inverter	6	0.3875
Multi-Input combinational cell	481	75.24
Tap cell	220	4.736
Timing Repair Buffer	118	19.63
metal layers:
| layer | wire length [um] | global-route usage, % | vias to the layer above | share of wire (%) |
|---|---|---|---|---|
| li1 | - | - | 2342 | - |
| met1 | 9047 | 36.12 | 2610 | 42 |
| met2 | 9225 | 35.78 | 356 | 43 |
| met4 | 340 | 3.472 | 2 | 1.6 |
| met3 | 2681 | 9.130 | 23 | 13 |
| met5 | 72 | 3.056 | - | 0.34 |
power breakdown:
group	internal [W]	switching [W]	total [W]
Combinational	0.000216	0.000278	0.000495
Sequential	0	0	0
Clock	0	0	0
Total	0.000216	0.000278	0.000495
cell families after synthesis:
kind of cell	Yosys count
compound gates	145
buf+inv	122
mux	143
simple gates	193
path summary, 6_finish.rpt:
path              endpoint  slack [ps]  cells past startpoint
setup / recovery      Y[4]         490                      7
hold / removal       Y[15]        3370                      4
Power figures rest on the tool's default switching activity, not on a simulated workload.
